==> ./design.v <==
`timescale 1ns / 1ps
module ALU(
    input [3:0] a,
    input [3:0] b,
    input [3:0] op,
    output reg [7:0] result
    );
  always @ (*)
    case (op)
      0: result = a + b;
      1: result = a - b;
      2: result = a * b;
      3: result = a / b;
      4: result = a % b;
      5: result = a & b;
      6: result = a | b;
      7: result = ~a;
      8: result = ~b;
      9: result = a ^ b;
      10:result = ~(a^b);
      11:result = ~(a&b);
      12:result = ~(a|b);
      13:result = a < b;
      14:result = a > b;
      15:result = a == b; 
    endcase
endmodule
`timescale 1ns / 1ps
module board_ALU(
    input [15:0] sw,
    output [7:0] led,
    output [3:0] an
    );
  assign an=4'b1111;
  ALU the_ALU(
    .a(sw[7:4]),
    .b(sw[3:0]),
    .op(sw[15:12]),
    .result(led)
  );
endmodule
==> ./run.sh <==
#!/bin/bash
# OpenROAD 26Q1-2900-gdf79404cd8, Yosys 0.63+post, stock flow scripts
make -C /OpenROAD-flow-scripts/flow DESIGN_CONFIG=/design/flow/config.mk WORK_HOME=/design/flow/orfs finish
==> ./config.mk <==
export PLATFORM = sky130hd
export DESIGN_NAME = board_ALU
export DESIGN_NICKNAME = board_ALU
export VERILOG_FILES = /design/flow/design.v
export SDC_FILE = /design/flow/constraint.sdc
export NUM_CORES = 4
export LEC_CHECK = 1
export CORE_AREA = 10 10 107 107
export DIE_AREA = 0 0 117 117
==> ./constraint.sdc <==
current_design board_ALU

set clk_period 8.0
set clk_io_pct 0.2

create_clock -name clk0 -period $clk_period

set non_clock_inputs [all_inputs -no_clocks]
set_input_delay [expr $clk_period * $clk_io_pct] -clock clk0 $non_clock_inputs
set_output_delay [expr $clk_period * $clk_io_pct] -clock clk0 [all_outputs]
==> impl_metrics.toml <==
# yosys + openroad results
[critical_path]
crit_family = "AND-OR/OR-AND gates"
slowest_delay_ns = 0.38
worst_ep_required_time_ns = 6.40
crit_fanout = 5
path_buffers = 7
cp-end-kind = "output pin"
critPathArrivalTime_ns = 8.60
cp_slowest_cell = "or3_4"
worst_setup_path_start_kind = "input port"
path_class = "in -> out"

[worst_hold_path]
hold_depth = 6
holdCritStartpoint = "sw[2]"
whs_endpoint = "led[4]"
min_path_type = "in -> out"

[die]
initCoreUtil = 0.323
core_area_um2 = 9200
die_w_um = 117
rows = 35
io_pins = 28
fp.dieH_um = 117
die_area_um2 = 13700

[placement]
port_buffers = 20
dp_cells = 625
routabilityCongestion = 0.938
pre_cts_slack_ns = -3.12
dp.final_hpwl_um = 7440

[yosys]
synth_warnings = 1
ys_seq_frac = 0
ys_types = 59
netlist_area_um2 = 2970
syn_avg_cell_area_um2 = 7.05
ys_chip_area_um2 = 2970
synthCells = 421
ys_cells = 421

[sta]
relSlewSlack = 0.520
setup_ws_ns = -2.20
max_freq_mhz = 98.0
rsz0062_at_grt = "yes"
drv_slew = 0
final_hold_viol_count = 0
period_minus_slack_ns = 10.20
worst_pin_slew_ns = 0.714
period_used_share = 1.28
setup-violations-final = 8

[cells_and_area]
lay_top_count = "buf_4"
drive_gt1_frac = 0.372
clkbuf_count = 0
fin_cells = 657
flop_area_um2 = 0
combGateArea_um2 = 3240
syn2layout_area_growth_pct = 54.7
nFlopsAndLatches = 0
layout_top_cells = "buf_4, nor2_1, ha_1"
nFillCells = 833
final_util = 0.499

[power_and_ir_drop]
pwr-share-seq = 0
ir_drop_v = 0.000164
power.total_uw = 1010
powerDensity_nw_per_um2 = 221
pwr-share-clk = 0
comb_power_share = 1.000
power_switching_uw = 441
p_int_uw = 574
p_leak_uw = 0.00212
swShare = 0.435

[drt]
first_iter_violations = 227
route.detailed.drc = 0
vias_per_cell = 5.33
avgRoutedWirePerCell_um = 14.7
num_vias = 3502
firstDrtPassIters = 4
ant_nets = 0
routed_wl_um = 9630
diodes = 0

[global_routing]
grt.met3_usage = 0.0124
grt_pass1_vias = 3420
gr-total-overflow = 0
grt_antenna_before_repair = 0
grt.met1_usage = 0.193
grt_max_degree = 29
grtUsageMet2 = 0.247
top_usage_layer = "met2"
grt_first_pass_wirelength_um = 16200
grtUsageTotal = 0.143

[run_status]
status = "finished, violations left"
failed_checks = "negative setup slack"

[job]
warning_count = 50
max_cap_violations = 0

[clock_network]
postCtsHoldBufs = 0
[metrics by stage]
step                hold slack, ns  setup TNS [ns]  cell area (µm²)
finish                        4.07          -17.32             4590
detailed placement            4.50          -24.51             4140
global route                  4.12          -20.35             4590
floorplan                     3.48          -15.78             3250
global placement              4.48          -23.86             4140
CTS                           4.07          -17.75             4440
[Yosys cell counts (6+ instances only)]
master / number / area, µm²
o22ai_1: 7 / 43.8
inv_1: 26 / 97.6
clkbuf_1: 11 / 41.3
xnor2_1: 13 / 114
o21ai_0: 22 / 110
ha_1: 52 / 651
a211oi_1: 7 / 52.6
nand2_1: 39 / 146
nor3_1: 11 / 55.1
a21o_1: 13 / 97.6
fa_1: 7 / 140
nand3_1: 6 / 30.0
xor2_1: 11 / 96.3
nor2_1: 49 / 184
a21oi_1: 36 / 180
o21a_1: 6 / 45.0
mux2i_1: 6 / 60.1
a31oi_1: 8 / 50.1
[logic make-up (layout without fill, tap and decap cells)]
family / count (synthesis) / after routing / share of synthesized area
other: 2 / 8 / 0.00253
AOI/OAI and AO/OA: 140 / 140 / 0.322
and+or+nand+nor: 136 / 136 / 0.211
muxes: 14 / 14 / 0.0594
buffers and inverters: 45 / 164 / 0.0645
adders and majority gates: 60 / 60 / 0.270
xor gates and xnor gates: 24 / 24 / 0.0708
[per-layer routing]
| metal | up-vias | share of wire |
|---|---|---|
| li1 | 1795 | - |
| met3 | 11 | 0.051 |
| met4 | 0 | 0.013 |
| met1 | 1615 | 0.47 |
| met2 | 81 | 0.47 |
| met5 | - | 0 |
[power by group through the flow]
stage	registers, µW	logic (µW)	clock network, µW
6_report	0	1010	0
5_1_grt	0	1100	0
4_1_cts	0	947	0
[area by class of cell]
class / count / area share
inverter: 27 / 0.0248
multi-input combinational: 382 / 0.706
tap: 111 / 0.0302
timing repair buffer: 137 / 0.239
[worst max path at each step]
stage,end,startpoint,slack [ns],depth (start not counted)
6_report,led[5],sw[0],-2.20,44
4_1_cts,led[6],sw[2],-2.25,45
5_1_grt,led[6],sw[0],-2.60,45
[what timing repair did]
item / in CTS / in global routing
gates resized: 74 / 17
gates cloned: 0 / 0
setup endpoints to repair: 8 / 8
pin swaps: 52 / 44
buffers inserted: 24 / 9
Power figures rest on the tool's default switching activity, not on a simulated workload.
