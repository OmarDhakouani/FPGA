### /design/flow/config.mk
export PLATFORM = sky130hd
export DESIGN_NAME = AdderWithDisplay
export DESIGN_NICKNAME = AdderWithDisplay
export VERILOG_FILES = /design/flow/design.v
export SDC_FILE = /design/flow/constraint.sdc
export NUM_CORES = 4
export LEC_CHECK = 1
export CORE_UTILIZATION = 50
### /design/flow/constraint.sdc
current_design AdderWithDisplay

set clk_period 11.0
set clk_io_pct 0.2

create_clock -name clk0 -period $clk_period [get_ports {ClockIn}]

set non_clock_inputs [all_inputs -no_clocks]
set_input_delay [expr $clk_period * $clk_io_pct] -clock clk0 $non_clock_inputs
set_output_delay [expr $clk_period * $clk_io_pct] -clock clk0 [all_outputs]
### /design/flow/design.v
`timescale 1ns / 1ps
module FourBitAdder(
    input [3:0] A,
    input [3:0] B,
    output [3:0] S,
    output Co
    );
      wire C1,C2,C3;
      half_adder ha0(A[0],B[0],S[0],C1);
      full_adder fa1(A[1],B[1],C1,S[1],C2);
      full_adder fa2(A[2],B[2],C2,S[2],C3);
      full_adder fa3(A[3],B[3],C3,S[3],Co);
endmodule
`timescale 1ns / 1ps
module AdderWithDisplay(
    input [3:0] A,            
    input [3:0] B,            
    input ClockIn,            
    input[4:0] Push,          
    output [6:0] Display,     
    output reg [3:0] Anodes,  
    output reg [7:0] LEDs,    
    output decp               
    ) ;
	 wire [3:0] Sum;          
	 tri  [3:0] DecoderInput;  
	 wire Cout;
	 wire AnodeClock;
	 wire a,b,c;  
  FourBitAdder adder(A,B,Sum,Cout);
  FourBitTriState TriA(A,~Anodes[3],DecoderInput);
  FourBitTriState TriB(B,~Anodes[2],DecoderInput);
  FourBitTriState TriCo(Cout?4'b0001:4'b0000,~Anodes[1],DecoderInput);
  FourBitTriState TriSum(Sum,~Anodes[0],DecoderInput);
  hex2_7seg Decoder(
						  DecoderInput[3],    
						  DecoderInput[2],    
						  DecoderInput[1],    
						  DecoderInput[0],    
						  Display[0],         
						  Display[1],         
						  Display[2],         
						  Display[3],         
						  Display[4],         
						  Display[5],         
						  Display[6],         
						  decp
						  );
	 FreqDivider div1(ClockIn,32'd416_667,a);   
	 FreqDivider div2(a,32'd240,b);            
	 mux2 myMux(Push[0],a,b,AnodeClock);  
	 initial 
	   begin
	     Anodes=4'b0111;              
		 LEDs[0]=1'b0;                
	   end
	 always @ (posedge AnodeClock)
	   begin
		  LEDs[0]=~LEDs[0];             
		  case(Anodes)                  
		 	 4'b0111 : Anodes=4'b1011;
	 		 4'b1011 : Anodes=4'b1101;
 			 4'b1101 : Anodes=4'b1110;
			 4'b1110 : Anodes=4'b0111;
		  endcase
		end
endmodule
`timescale 1ns / 1ps
module FourBitTriState(
    input [3:0] I,
    input OE,
    output [3:0] O
    );
    assign O=OE?I:4'bzzzz;
endmodule
`timescale 1ns / 1ps
module FreqDivider(
    input entrada,
    input [31:0] ratio, 
	 output reg salida
    ); 
	 reg [31:0] cuenta;
	 initial 
	   begin
		  cuenta=32'd0;
		  salida=1'b0;
		end
	 always @(posedge entrada)
	   begin
        cuenta = cuenta + 1;
		  if (cuenta==(ratio/2))
		  begin
		    cuenta=32'd0;
			 salida=~salida;
		  end
		end
endmodule		
`timescale 1ns / 100ps
module full_adder(
    input A,
    input B,
    input Ci,
    output S,
    output Co
    );
      wire P,G,H;
      half_adder ha1(A,B,P,G);
      half_adder ha2(P,Ci,S,H);
      or(Co,G,H);
endmodule
`timescale 1ns / 100ps
module half_adder(
    input x,
    input y,
    output S,
    output C
    );
      xor(S,x,y);
      and(C,x,y);
endmodule
`timescale 1ns / 1ps
module hex2_7seg(
    input D,
    input C,
    input B,
    input A,
    output aSeg,
    output bSeg,
    output cSeg,
    output dSeg,
    output eSeg,
    output fSeg,
    output gSeg,
	 output dp
    );
assign aSeg = ~(
           (~D & ~C & ~B & ~A) | 
           (~D & ~C &  B & ~A) | 
           (~D & ~C &  B &  A) | 
           (~D &  C & ~B &  A) | 
           (~D &  C &  B & ~A) | 
           (~D &  C &  B &  A) | 
           ( D & ~C & ~B & ~A) | 
           ( D & ~C & ~B &  A) | 
           ( D & ~C &  B & ~A) | 
           ( D &  C & ~B & ~A) | 
           ( D &  C &  B & ~A) | 
           ( D &  C &  B &  A)   
			  );
assign bSeg = ~(
           (~D & ~C & ~B & ~A) | 
           (~D & ~C & ~B &  A) | 
           (~D & ~C &  B & ~A) | 
           (~D & ~C &  B &  A) | 
           (~D &  C & ~B & ~A) | 
           (~D &  C &  B &  A) | 
           ( D & ~C & ~B & ~A) | 
           ( D & ~C & ~B &  A) | 
           ( D & ~C &  B & ~A) | 
           ( D &  C & ~B &  A)   
			  );
assign cSeg = ~(
           (~D & ~C & ~B & ~A) | 
           (~D & ~C & ~B &  A) | 
           (~D & ~C &  B &  A) | 
           (~D &  C & ~B & ~A) | 
           (~D &  C & ~B &  A) | 
           (~D &  C &  B & ~A) | 
           (~D &  C &  B &  A) | 
           ( D & ~C & ~B & ~A) | 
           ( D & ~C & ~B &  A) | 
           ( D & ~C &  B & ~A) | 
           ( D & ~C &  B &  A) | 
           ( D &  C & ~B &  A)   
			  );
assign dSeg = ~(
           (~D & ~C & ~B & ~A) | 
           (~D & ~C &  B & ~A) | 
           (~D & ~C &  B &  A) | 
           (~D &  C & ~B &  A) | 
           (~D &  C &  B & ~A) | 
           ( D & ~C & ~B & ~A) | 
           ( D & ~C & ~B &  A) | 
           ( D & ~C &  B &  A) | 
           ( D &  C & ~B & ~A) | 
           ( D &  C & ~B &  A) | 
           ( D &  C &  B & ~A)   
			  );
assign eSeg = ~(
           (~D & ~C & ~B & ~A) | 
           (~D & ~C &  B & ~A) | 
           (~D &  C &  B & ~A) | 
           ( D & ~C & ~B & ~A) | 
           ( D & ~C &  B & ~A) | 
           ( D & ~C &  B &  A) | 
           ( D &  C & ~B & ~A) | 
           ( D &  C & ~B &  A) | 
           ( D &  C &  B & ~A) | 
           ( D &  C &  B &  A)   
			  );
assign fSeg = ~(
           (~D & ~C & ~B & ~A) | 
           (~D &  C & ~B & ~A) | 
           (~D &  C & ~B &  A) | 
           (~D &  C &  B & ~A) | 
           ( D & ~C & ~B & ~A) | 
           ( D & ~C & ~B &  A) | 
           ( D & ~C &  B & ~A) | 
           ( D & ~C &  B &  A) | 
           ( D &  C & ~B & ~A) | 
           ( D &  C &  B & ~A) | 
           ( D &  C &  B &  A)   
			  );
assign gSeg = ~(
           (~D & ~C &  B & ~A) | 
           (~D & ~C &  B &  A) | 
           (~D &  C & ~B & ~A) | 
           (~D &  C & ~B &  A) | 
           (~D &  C &  B & ~A) | 
           ( D & ~C & ~B & ~A) | 
           ( D & ~C & ~B &  A) | 
           ( D & ~C &  B & ~A) | 
           ( D & ~C &  B &  A) | 
           ( D &  C & ~B &  A) | 
           ( D &  C &  B & ~A) | 
           ( D &  C &  B &  A)   
			  );
assign dp = 1;			  
endmodule
`timescale 1ns / 1ps
module mux2(
    input Sel,
    input I0,
    input I1,
    output Out
    );
	 wire a,b;
    and(a,~Sel,I0);
	 and(b,Sel,I1);
    or(Out,a,b);
endmodule
### /design/flow/run.sh
#!/bin/bash
# OpenROAD 26Q1-2900-gdf79404cd8, Yosys 0.63+post, stock flow scripts
make -C /OpenROAD-flow-scripts/flow DESIGN_CONFIG=/design/flow/config.mk WORK_HOME=/design/flow/orfs finish
==> changes_impl.md <==
## Flow update

- Status: did not finish
- Stopped at: synthesis
- Tool error: ERROR: Found 8 problems in 'check -assert'.
- Dominant register cell: dfxtp_1
- Synth warn: 3
- Area reported by Yosys stat: a little over 0.004 mm²
- Post-synth EDFFs: 6
- Ys async rst share: 0%
- Unique cell types: 62
- Ys flops: 71
- Register area share after synthesis: 36.4%
- Yosys cell count: ~460
cells in the mapped netlist (6+ instances only):
master,number,area [µm²]
and2_1,7,43.8
a21oi_1,12,60.1
inv_1,20,75.1
buf_2,8,40.0
and4_1,9,78.8
xor2_1,24,210
nor2b_1,6,37.5
edfxtp_1,6,180
nor4_1,12,75.1
nand2_1,29,109
nor3_1,11,55.1
nor2_1,29,109
dfxtp_1,65,1300
buf_4,25,188
nand4_1,26,163
and3_1,14,87.6
nand3_1,31,155
xnor2_1,37,324
nand4b_1,6,52.6
logic make-up after synthesis:
logic type	Yosys count	share of synthesized area, %
XOR/XNOR	61	13.1
adder cells (fa/ha/maj)	4	1.23
other	2	0.184
flip-flops	71	36.4
AND/OR/NAND/NOR	209	30.5
AND-OR/OR-AND	50	8.97
buffers and inverters	62	8.91
multiplexers	3	0.738
